$ cat ./design.v
`timescale 1ns / 1ps
module decoder_7_seg(
    input [3:0] D,
    output reg [7:0] SEG
    );
always @(D) 
begin
	case(D)
    4'h0: SEG = 8'b00000011;
    4'h1: SEG = 8'b10011111; 
    4'h2: SEG = 8'b00100101;
    4'h3: SEG = 8'b00001101;
    4'h4: SEG = 8'b10011001;
    4'h5: SEG = 8'b01001001;
    4'h6: SEG = 8'b01000001;
    4'h7: SEG = 8'b00011111;
    4'h8: SEG = 8'b00000001;
    4'h9: SEG = 8'b00001001;
    default: SEG = 8'b11111111;
	endcase
end
endmodule
`timescale 1ns / 1ps
module multiplexed_7_seg_display(
	 input CLK,
	 input [3:0] units, tens, hundreds,
    output [7:0] SEG,
    output reg [2:0] DIGIT
    );
reg [3:0] digit_data;
reg [2:0] digit_posn;
reg [23:0] prescaler;
decoder_7_seg decoder(.SEG	(SEG), .D (digit_data));   
always @(posedge CLK)
begin
	prescaler <= prescaler + 1;
	if (prescaler == 12000)  
	begin
		prescaler <= 0;
		digit_posn <= digit_posn + 1;
		if (digit_posn == 0)
		begin
			digit_data <= units;
			DIGIT <= 3'b110;
		end
		if (digit_posn == 2'd1)
		begin
			digit_data <= tens;
			DIGIT <= 3'b101;
		end
		if (digit_posn == 2'd2)
		begin
			digit_data <= hundreds;
			DIGIT <= 3'b011;
		end	
		if (digit_posn == 2'd3)
		begin
			digit_posn <= 0;
			DIGIT <= 3'b111;
		end	
	end
end
endmodule
`timescale 1ns / 1ps
module second_counter(
	 input CLK,
    output [7:0] SEG,
    output [2:0] DIGIT
    );
reg [3:0] units, tens, hundreds;
reg [23:0] prescaler;
multiplexed_7_seg_display display(.CLK (CLK), 
		.units (units), .tens (tens), .hundreds (hundreds),
		.SEG (SEG), .DIGIT (DIGIT));
always @(posedge CLK)
begin
	prescaler <= prescaler + 1;
	if (prescaler == 24'd12000000) 
	begin
		prescaler <= 0;
		units <= units + 1;
		if (units == 9) 
		begin
			units <= 0;
			tens <= tens + 1;
		end
		if (tens == 9)
		begin
			tens <= 0;
			hundreds <= hundreds + 1;
		end
		if (hundreds == 9)
		begin
			hundreds <= 0;
		end
	end
end
endmodule
$ cat ./run.sh
#!/bin/bash
# OpenROAD 26Q1-2900-gdf79404cd8, Yosys 0.63+post, stock flow scripts
make -C /OpenROAD-flow-scripts/flow DESIGN_CONFIG=/design/flow/config.mk WORK_HOME=/design/flow/orfs finish
$ cat ./config.mk
export PLATFORM = sky130hd
export DESIGN_NAME = second_counter
export DESIGN_NICKNAME = second_counter
export VERILOG_FILES = /design/flow/design.v
export SDC_FILE = /design/flow/constraint.sdc
export NUM_CORES = 4
export LEC_CHECK = 1
export CORE_UTILIZATION = 50
$ cat ./constraint.sdc
current_design second_counter

set clk_period 4.4
set clk_io_pct 0.2

create_clock -name clk0 -period $clk_period [get_ports {CLK}]

set non_clock_inputs [all_inputs -no_clocks]
set_input_delay [expr $clk_period * $clk_io_pct] -clock clk0 $non_clock_inputs
set_output_delay [expr $clk_period * $clk_io_pct] -clock clk0 [all_outputs]
==> impl_metrics.yaml <==
# yosys + openroad results
min_path:
  holdCritPathClass: "reg -> reg"
  startpoint_of_the_most_critical_hold_path: "display.prescaler[23]"
floorplanning:
  dieHeight_microns: 87.91
  die_w_microns: 87.91
  boundaryPins: 12
  core_area_sq_um: 6944
  die_area_sq_um: 7727
  initial_utilization_pct: 53.14
  rows: 30
timing:
  finalClockSkew_ps: 10.66
  final_critical_path_setup_slack_ps: 1139
  timing_max_transition_violations_final: 0
  maxClockFrequency_ghz: 0.3067
  tightest_slew_ps: 896.5
  layout_worst_path_cycle_share_pct: 74.11
  timing_hold_violations_final: 0
  min_period_ps: 3261
  setup_tns_ps: 0
  rsz_0062_raised_after_global_routing: "no"
  fin_hold_ws_ps: 458.4
  relSlewSlack_pct: 39.78
  setup_viol_count_final: 0
cts:
  clock_tree_from_tritoncts: "done"
  maximum_buffer_depth_of_the_clock_tree: 2
  numCtsBuffers: 9
  cts.hold.buffers_added: 0
  postCtsSetupBuffers: 0
  clock-sinks: 77
  clock_tree.root_cell: "clkbuf_8"
  cts_htree_levels: 3
  cts_repair_resize_count: 0
  worstSkewPairLatency_ps: 340
  clkTransAtPathRegs_ps: 80
worst_setup_path:
  crit_arrival_ps: 3440
  setup.worst_path.end_class: "flip-flop"
  critPathLaunch: "display.digit_posn[0]"
  worst_path_max_delay_cell: "nor4_4"
  worst-path-max-fanout: 15
  setup.worst_path.class: "reg -> reg"
  critical_path.top_delay_family: "simple AND/OR/NAND/NOR gates"
  timing.rr.start: "display.digit_posn[0]"
  cpPeakStageDelay_ps: 780
  crit_path_buf_inv_count: 2
  worst_setup_path_start_kind: "flip-flop"
  timing.critical_path.required_ps: 4580
  critical_path.cell_chain: "inv_1 > ha_1 > o31ai_1 > nor4_4 > mux2i_1 > inv_1 > ha_1 > nor2b_1 > nor3_1 > a221oi_1"
routing:
  dr_wl_met3_microns: 211
  highest-signal-layer: "met4"
  drt_pre_antenna_iters: 4
  diodes: 0
  wire_per_inst_microns: 12.24
  route.detailed.vias_per_inst: 5.057
  drc_errors: 0
  routed-via-count: 2493
  detail-route-antenna-nets: 0
  route.layer.met1.wl_microns: 3096
  met2_length_microns: 2692
  routed_wl_microns: 6032
  drt_iter0_markers: 77
place:
  place.gp.congestion: 0.8635
  pre_cts_ws_ps: 1193
  post_dp_cell_area_sq_um: 3889
  numPortBuffers: 10
  hpwlAfterDp_microns: 4305
synthesis:
  synth_largest_type_area_fraction_pct: 29.84
  post_synthesis_cells: 375
  ys_seq_share_pct: 47.74
  post_synth_main_area_contributors: "dfxtp_1 30%, edfxtp_1 18%, xnor2_1 7.4%"
  yosys_most_used_dff: "dfxtp_1"
  synthDistinctLibCells: 47
  async_reset_ff_share_pct: 0
  yosys-stat-area_sq_um: 3690
  yosysTopAreaCell: "dfxtp_1"
  mappedNetlistArea_sq_um: 3690
  edff_count_synth: 22
  ys_cells: 375
  avgSynthCellArea_sq_um: 9.839
  synth-warning-count: 3
  synth_flop_count: 77
pwr:
  power_density_nw_per_um2: 303.6
  max-vdd-ir-drop_mv: 0.2671
  power_uw: 1241
  p_leak_uw: 0.001515
global_route:
  grt_first_pass_wirelength_microns: 10550
  grt_max_degree: 16
  initial_antenna_violation_count: 0
  grt.total_usage_pct: 17.99
  grt_overflow: 0
  first_global_vias: 2343
finish:
  regArea_sq_um: 1762
  fillCellCount: 579
  post-route-cell-area_sq_um: 4089
  growth_of_design_area_from_synthesis_to_finish_pct: 10.82
  combGateArea_sq_um: 1798
  drive_gt1_share_pct: 7.557
run:
  maxCapViolCount: 0
  stage_log_warnings: 38
run_status:
  status: "completed"
==> state kept, by name, indices dropped and copies added (netlist names) <==
name                count
display.prescaler      24
display.digit_data      4
SEG                     7
display.DIGIT           3
prescaler              24
tens                    4
hundreds                4
display.digit_posn      3
units                   4
==> cells by family (layout without fill, tap and decap cells) <==
group                    Yosys count  in the layout  synth area share (%)
AND/OR/NAND/NOR                  158            158                 21.94
adder cells (fa/ha/maj)           21             21                 7.121
multiplexers                       8              8                 2.204
XOR/XNOR                          47             47                 11.16
other                              1              1                0.1016
buffers and inverters             31             53                 3.527
AND-OR/OR-AND                     32             32                 6.206
flip-flops                        77             77                 47.75
==> path summary, 6_finish.rpt <==
path / end / slack (ps) / depth (start not counted)
max: SEG[7] / 1140 / 10
min: display.prescaler[23] / 460 / 1
max reg2reg: SEG[7] / 1140 / 10
min reg2reg: display.prescaler[23] / 460 / 1
==> cells in the mapped netlist (3+ instances only) <==
cell type	count
nor4_1	7
nand3_1	23
nand4_1	13
mux2i_1	7
nor3_1	6
dfxtp_1	55
xor2_1	16
nand2b_1	5
ha_1	21
or4b_2	3
nor2b_1	6
a221oi_1	5
a21oi_1	5
edfxtp_1	22
and3_1	7
nand2_1	27
inv_1	25
xnor2_1	31
o21ai_0	5
nor2_1	51
==> stage by stage <==
stage	utilization, %	cells
2_1_floorplan	-	375
3_3_place_gp	56.00	477
3_5_place_dp	56.00	477
4_1_cts	58.88	493
5_1_grt	58.88	493
6_report	58.88	493
==> per-layer routing <==
metal | vias to the layer above | global-route usage (%)
li1 | 1329 | -
met1 | 1136 | 28.62
met2 | 26 | 27.91
met3 | 2 | 3.817
met4 | 0 | 1.639
met5 | - | 0
==> layout by cell type (no fill, tap or decap), types with 2 or more instances in the layout <==
master,n
or4b_2,3
nor3_1,6
xnor2_1,31
inv_1,25
a211oi_1,2
edfxtp_1,22
o21ai_1,2
buf_4,2
nor2b_1,6
dfxtp_1,55
nand4_1,13
nor4_4,2
xor2_1,16
nand2b_1,5
mux2i_1,7
clkbuf_8,9
nor4_1,7
clkinv_4,2
o21ai_0,5
a21oi_1,5
ha_1,21
clkdlybuf4s50_1,10
nand2_1,27
nor2_1,51
o21a_1,2
and3_1,7
nand3_1,23
a221oi_1,5
o221a_2,2
nand3b_1,2
==> report_power, final <==
group	switching, uW	internal [uW]
Combinational	0.00585	0
Sequential	0	724
Clock	270	247
Total	270	971
==> layout make-up <==
class | count | area share [%]
sequential | 77 | 43.08
clock inverter | 6 | 1.255
multi-input combinational | 267 | 43.97
clock buffer | 10 | 3.641
timing repair buffer | 12 | 2.815
inverter | 25 | 2.295
tap | 96 | 2.938
Power and IR drop assume default switching activity.
