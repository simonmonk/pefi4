===== design/flow/design.v =====
`timescale 1ns / 1ps
module counter_decoder(
    input CLK,
	 output [7:0] SEG
    );
wire [3:0] data;
wire clear = 0;
decoder_7_seg decoder(.D (data), .SEG (SEG));
ripple_counter counter(.Q (data), .CLK (CLK), .CLR (clear));
endmodule
`timescale 1ns / 1ps
module ripple_counter(
    input CLK,
    input CLR,
    output reg [3:0] Q
    );
always @(posedge CLK, posedge CLR)
begin
	if (CLR)
		Q <= 0;
	else if (CLK)
		Q <= Q + 1;
end
endmodule
`timescale 1ns / 1ps
module decoder_7_seg(
    input [3:0] D,
    output reg [7:0] SEG
    );
always @(D) 
begin
	case(D)
    4'h0: SEG = 8'b00000011;
    4'h1: SEG = 8'b10011111; 
    4'h2: SEG = 8'b00100101;
    4'h3: SEG = 8'b00001101;
    4'h4: SEG = 8'b10011001;
    4'h5: SEG = 8'b01001001;
    4'h6: SEG = 8'b01000001;
    4'h7: SEG = 8'b00011111;
    4'h8: SEG = 8'b00000001;
    4'h9: SEG = 8'b00001001;
    default: SEG = 8'b11111111;
	endcase
end
endmodule

===== design/flow/run.sh =====
#!/bin/bash
# OpenROAD 26Q1-2900-gdf79404cd8, Yosys 0.63+post, stock flow scripts
make -C /OpenROAD-flow-scripts/flow DESIGN_CONFIG=/design/flow/config.mk WORK_HOME=/design/flow/orfs finish

===== design/flow/config.mk =====
export PLATFORM = sky130hd
export DESIGN_NAME = counter_decoder
export DESIGN_NICKNAME = counter_decoder
export VERILOG_FILES = /design/flow/design.v
export SDC_FILE = /design/flow/constraint.sdc
export NUM_CORES = 4
export LEC_CHECK = 1
export CORE_AREA = 10 10 70 70
export DIE_AREA = 0 0 80 80

===== design/flow/constraint.sdc =====
current_design counter_decoder

set clk_period 1.4
set clk_io_pct 0.2

create_clock -name clk0 -period $clk_period [get_ports {CLK}]

set non_clock_inputs [all_inputs -no_clocks]
set_input_delay [expr $clk_period * $clk_io_pct] -clock clk0 $non_clock_inputs
set_output_delay [expr $clk_period * $clk_io_pct] -clock clk0 [all_outputs]

==> job_summary.md <==
### Flow metrics

| Metric | Value |
|---|---|
| Status | finished clean |
| RePlAce Congestion | 0.8848 |
| Root Driver | clkbuf_4 |
| GRT Residual Overflow | 0 |
| Main flop type | dfxtp_1 |
| Synth async-reset ratio | 0% |
| # Cells Yosys | 54 |
| Fraction of layout cells with a size suffix above 1 | 30.00% |
| Max IR drop VDD | 0.2919 mV |
| Tool warnings | 30 |
| Final setup viols | 0 |
| Num rows | 21 |
| Die height | 80 microns |
| Filler cell count | 385 |
| CP Data Arrival Time | approximately 1.0 ns |
| Buffers on Ports | 7 |
| Max-cap violations | 0 |
| WS Path Type | flop to primary output |
| Setup WS pre-CTS | 0.02287 ns |
| Post-route setup slack | 0.08367 ns |
| XOR Share, Synth | between 6 and 7% |
| N_diodes | 0 |
| Final Max Slew Viols | 0 |
| WP data required | 1.12 ns |
| Post-DP HPWL | about 780 microns |
| Top delay family on crit path | buffers and inverters |
| Mapped Area | ~530 sq um |
| First-pass GRT wire length | about 1700 microns |
| WL/cell | 8.534 microns |
| Synth warn | 2 |
| Via Count | 396 |
| Synth Area in Adders | 11.90% |
| Simple Share, Synth | 16.43% |
| Vias in the first global route | 380 |
| DP Cell Count | ~110 |
| Inserted Clock Buffers | 3 |
| Clock transition at the registers of the reported paths | 0.06 ns |
| Drt total wl | 990 microns |
| Yosys cell types | 23 |
| DRT antenna net count | 0 |
| Hold_ws | 0.5640 ns |
| CP max-delay cell | clkdlybuf4s50_1 |
| Maximum clock insertion buffer count | 2 |
| CTS Sinks | 11 |
| Pin count of the biggest net entering global routing | 8 |
| Syn avg cell area | 9.732 sq um |
| Post CTS Setup Buffer Count | 0 |
| CP bufs+invs | 1 |
| Syn-to-layout area delta | 41.67% |
| Clock latency (worst-skew pair) | roughly 0.26 ns |
| Initial Utilization | about 15% |
| AO/OA Area Share | 15.95% |
| Initial antenna violation count | 0 |
| Lkg Pwr | 0.0002497 uW |
| Flip-flops with a built-in enable | 0 |
| Fmax | 759.7 MHz |
| Area reported by Yosys stat | 525.5 sq um |
| Drt pass-1 iters | 4 |
| Fin util | 21.79% |
| Gr usage total | 3.261% |
| Post-Layout Cell Count | 116 |
| Vias per cell | 3.414 |
| Final Cycle Share | 94.02% |
| Htree depth | 1 |
| CP endpoint kind | primary output |
| Die Wd | ~80 microns |
| Syn Inst Count | ~54 |
| Hold WC Path Type | flop to flop |
| Crit path cell chain | clkdlybuf4s50_1 |
| Startpoint types | flop |
| Power per cell area | 698.3 mW/mm^2 |
| Die Size | around 0.0064 sq mm |
| DRT iter0 DRCs | 30 |
| I/O Pins | 9 |
| CP max FO | 1 |
| Worst Skew | 0.002737 ns |
| Core Box Area | 0.003416 sq mm |
| Seq share, synth | 41.90% |
| Multiplexer share | 0% |
| RSZ-0062 raised after global routing | false |
| Fin crit period | between 1 and 1.5 ns |
| Remaining DRCs | 0 |
| Synth Register Bits | 11 |
| Slowest stage delay, CP | 0.46 ns |
| CTS tree | done |
| Largest family of logic cells by area | simple AND/OR/NAND/NOR gates |
| Final tally of hold violations | 0 |
[worst paths after layout]
kind | start | slack, ns | to | depth (start not counted)
min | counter.Q[2] | 0.56 | SEG[2] | 1
max | SEG[2] | 0.08 | SEG[2] | 1
max reg2reg | counter.Q[0] | 0.13 | SEG[2] | 6
min reg2reg | counter.Q[2] | 0.56 | SEG[2] | 1
[logic make-up after synthesis]
kind of cell,Yosys count
simple gates,14
other cells,1
compound gates,13
fa+ha+maj,5
xor+xnor,2
flops,11
buf+inv,8
[registers in the layout, indices dropped and copies added (netlist names)]
name	flops
SEG	7
counter.Q	4
[cells in the mapped netlist (2+ instances only)]
cell type   n  area share, %
nand3_1     2            1.9
o21ai_0     2            1.9
a21oi_1     3            2.9
dfxtp_1    11             42
ha_1        5             12
nor3_2      4            7.6
nor2_1      3            2.1
o211ai_1    2            2.9
nand2_1     4            2.9
inv_1       5            3.6
[cell usage in the layout, fill, tap and decap left out]
cell type / instances
nand3_2: 1
o21ai_0: 2
inv_4: 1
dfxtp_2: 1
nor3_2: 4
xnor2_2: 1
buf_4: 6
inv_2: 1
clkdlybuf4s50_1: 7
nor2_1: 3
xor2_4: 1
o31ai_1: 1
dfxtp_1: 10
ha_2: 1
a21oi_1: 3
a31oi_1: 1
clkbuf_4: 3
o211ai_1: 2
o2111ai_1: 1
a22oi_1: 1
ha_1: 3
conb_1: 1
nand3_1: 2
inv_1: 5
o21ai_1: 1
ha_4: 1
o2bb2ai_1: 1
clkbuf_1: 1
nand2_1: 4
[repair_timing]
item | 4_1_cts | 5_1_grt
endpoints found under the setup margin | 0 | 6
hold buffers | 0 | 0
gates resized | 0 | 3
[power breakdown]
group	switching (uW)	total [uW]	leakage [uW]	internal, uW
Combinational	0.112	0.112	0.000146	0
Clock	96.8	207	0.0000150	110
Sequential	0	313	0.0000891	313
[per-stage QoR]
stage               power (uW)  instance area [sq um]   TNS (ns)
floorplan                321.9                  528.0  -0.001319
global placement         320.2                  693.2          0
detailed placement       320.1                  693.2          0
CTS                      528.4                  719.4          0
global route             552.0                  744.5          0
finish                   519.8                  744.5          0
[final cells by class]
class                      count  area, sq um  area share, %
tap                           46        57.56          7.731
timing repair buffer          13        115.1          15.46
sequential                    11        221.5          29.75
clock buffer                   4        26.28          3.529
inverter                       7        28.78          3.866
multi-input combinational     35        295.3          39.66
[layer usage]
| metal | vias up | wire length (microns) | track usage [%] |
|---|---|---|---|
| met3 | 0 | 134 | 2.159 |
| li1 | 216 | - | - |
| met1 | 168 | 452 | 4.057 |
| met4 | 0 | 0 | 0.3521 |
| met2 | 12 | 402 | 4.735 |
| met5 | - | 0 | 0 |
Power is estimated from default activity; no workload was simulated.
